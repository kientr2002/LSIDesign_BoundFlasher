File: flow/config.mk
export PLATFORM = sky130hd
export DESIGN_NAME = BoundFlasher
export DESIGN_NICKNAME = BoundFlasher
export VERILOG_FILES = /design/flow/design.v
export SDC_FILE = /design/flow/constraint.sdc
export NUM_CORES = 4
export LEC_CHECK = 1
export CORE_AREA = 10 10 111 111
export DIE_AREA = 0 0 121 121
File: flow/constraint.sdc
current_design BoundFlasher

set clk_period 3.9
set clk_io_pct 0.2

create_clock -name clk0 -period $clk_period [get_ports {clk}]

set non_clock_inputs [all_inputs -no_clocks]
set_input_delay [expr $clk_period * $clk_io_pct] -clock clk0 $non_clock_inputs
set_output_delay [expr $clk_period * $clk_io_pct] -clock clk0 [all_outputs]
File: flow/design.v
module BoundFlasher
(
    input clk, reset_n, flick,
    output reg [15:0] light
);
wire [4:0] counter_val;
wire upcount;
wire enable;
UpDownCounter counter (
    .clk(clk), .reset_n(reset_n), .upcount(upcount), .enable(enable),
    .out(counter_val)
);
FSM control_fsm (
    .clk(clk), .reset_n(reset_n), .flick(flick), .counter_val(counter_val),
    .enable(enable), .upcount(upcount)
);
always @(counter_val) begin
    case (counter_val)
        5'd0:
            light = 0;
        5'd1:
            light = {1{1'd1}};
        5'd2:
            light = {2{1'd1}};
        5'd3:
            light = {3{1'd1}};
        5'd4:
            light = {4{1'd1}};
        5'd5:
            light = {5{1'd1}};
        5'd6:
            light = {6{1'd1}};
        5'd7:
            light = {7{1'd1}};
        5'd8:
            light = {8{1'd1}};
        5'd9:
            light = {9{1'd1}};
        5'd10:
            light = {10{1'd1}};
        5'd11:
            light = {11{1'd1}};
        5'd12:
            light = {12{1'd1}};
        5'd13:
            light = {13{1'd1}};
        5'd14:
            light = {14{1'd1}};
        5'd15:
            light = {15{1'd1}};
        5'd16:
            light = {16{1'd1}};
        default:
            light = 0;
    endcase
end
endmodule
module FSM
(
    input clk, reset_n,
    input flick,
    input [4:0] counter_val,
    output reg enable, upcount
);
localparam [3:0] STATE_START = 4'd0;
localparam [3:0] STATE_UP_1_5 = 4'd1;
localparam [3:0] STATE_DOWN_4_0 = 4'd2;
localparam [3:0] STATE_UP_1_10 = 4'd3;
localparam [3:0] STATE_DOWN_9_5 = 4'd4;
localparam [3:0] STATE_UP_6_16 = 4'd5;
localparam [3:0] STATE_DOWN_15_1 = 4'd6;
localparam [3:0] STATE_3_RESET_9_0 = 4'd7;
localparam [3:0] STATE_3_RESET_4_0 = 4'd8;
localparam [3:0] STATE_5_RESET_9_5 = 4'd9;
localparam [3:0] STATE_5_RESET_5_5 = 4'd10;
reg [3:0] current_state, next_state;
always @(posedge clk or negedge reset_n) begin
    if (!reset_n) begin
        current_state <= STATE_START;
    end
    else begin
        current_state <= next_state;
    end
end
always @(*) begin
    next_state = current_state;
    case (current_state)
        STATE_START:
            if (flick)
                next_state = STATE_UP_1_5;
        STATE_UP_1_5:
            if (counter_val == 5'd5)
                next_state = STATE_DOWN_4_0;
        STATE_DOWN_4_0:
            if (counter_val == 5'd0)
                next_state = STATE_UP_1_10;
        STATE_UP_1_10:
        begin
            if (flick) begin
                if (counter_val == 5'd5)
                    next_state = STATE_3_RESET_4_0;
                else if (counter_val == 5'd10)
                    next_state = STATE_3_RESET_9_0;
            end
            else if (counter_val == 5'd10)
                next_state = STATE_DOWN_9_5;
        end
        STATE_3_RESET_4_0:
            if (counter_val == 5'd0)
                next_state = STATE_UP_1_10;
        STATE_3_RESET_9_0:
            if (counter_val == 5'd0)
                next_state = STATE_UP_1_10;
        STATE_DOWN_9_5:
        begin
            if (counter_val == 5'd5) begin
                if (flick)
                    next_state = STATE_5_RESET_5_5;
                else
                    next_state = STATE_UP_6_16;
            end
        end
        STATE_UP_6_16:
        begin
            if (flick) begin
                if (counter_val == 5'd10)
                    next_state = STATE_5_RESET_9_5;
            end
            else if (counter_val == 5'd16)
                next_state = STATE_DOWN_15_1;
        end
        STATE_5_RESET_9_5:
        begin
            if (counter_val == 5'd5) begin
                if (flick)
                    next_state = STATE_5_RESET_5_5;
                else
                    next_state = STATE_UP_6_16;
            end
        end
        STATE_5_RESET_5_5:
        begin
            if (!flick)
                next_state = STATE_UP_6_16;
        end
        STATE_DOWN_15_1:
            if (counter_val == 5'd1)
                next_state = STATE_START;
        default:
            next_state = STATE_START;
    endcase
end
always @(*) begin
    enable = 1'b0;
    upcount = 1'b0;
    case (next_state)
        STATE_START:
        begin
            if (current_state == STATE_START)
                enable = 1'b0;
            else enable = 1'b1;
            upcount = 1'b0;
        end
        STATE_UP_1_5:
        begin
            enable = 1'b1;
            upcount = 1'b1;
        end
        STATE_DOWN_4_0:
        begin
            enable = 1'b1;
            upcount = 1'b0;
        end
        STATE_UP_1_10:
        begin
            enable = 1'b1;
            upcount = 1'b1;
        end
        STATE_DOWN_9_5:
        begin
            enable = 1'b1;
            upcount = 1'b0;
        end
        STATE_UP_6_16:
        begin
            enable = 1'b1;
            upcount = 1'b1;
        end
        STATE_DOWN_15_1:
        begin
            enable = 1'b1;
            upcount = 1'b0;
        end
        STATE_3_RESET_9_0:
        begin
            enable = 1'b1;
            upcount = 1'b0;
        end
        STATE_3_RESET_4_0:
        begin
            enable = 1'b1;
            upcount = 1'b0;
        end
        STATE_5_RESET_9_5:
        begin
            enable = 1'b1;
            upcount = 1'b0;
        end
        STATE_5_RESET_5_5:
        begin
            enable = 1'b0;
            upcount = 1'b0;
        end
        default:
        begin
            enable = 1'b0;
            upcount = 1'b0;
        end
    endcase
end
endmodule
module UpDownCounter
(
    input clk, reset_n, upcount, enable,
    output reg [4:0] out
);
    always @(posedge clk or negedge reset_n) begin
        if (!reset_n)
            out <= 0;
        else if (enable) begin
            if (upcount)
                out <= out + 1;
            else
                out <= out - 1;
        end
    end
endmodule
File: flow/run.sh
#!/bin/bash
# OpenROAD 26Q1-2900-gdf79404cd8, Yosys 0.63+post, stock flow scripts
make -C /OpenROAD-flow-scripts/flow DESIGN_CONFIG=/design/flow/config.mk WORK_HOME=/design/flow/orfs finish
==> flow_summary.toml <==
# synthesis and place-and-route metrics
[cells_and_area]
postLayoutCellArea_mm2 = 0.00150
final_common_cell = "clkdlybuf4s50_1"
syn2layout_area_growth_pct = 33.7
fin_util = 0.152
drive_gt1_frac = 0.0922
lay_top_cells = "clkdlybuf4s50_1, o21ai_0, inv_1, dfrtp_1"
final_cells = 274

[detailed_routing]
drt-met1-wl_mm = 1.54
ant_nets = 0
wl_met2_mm = 1.25
met3_length_um = 236
antenna-diode-count = 0
routedWlPerCell_um = 11.1
top_layer = "met4"
drt_iter0_drc = 55
dr.pass1.iters = 4
postRouteWirelength_mm = 3.04
drcViolationCount = 0
vias_per_cell = 3.60
via_count = 987

[hold_path]
min_to = "control_fsm.current_state[0]$_DFF_PN1_"
whs_path_depth = 2
holdCritStartpoint = "control_fsm.current_state[0]$_DFF_PN1_"
hp-class = "flip-flop to flip-flop"

[global_routing]
grtUsageTotal = 0.0405
grt_max_degree = 17
antenna_found_initial = 0
grt_pass1_wl_mm = 4.93
grt_overflow = 0
grt_pass1_vias = 934

[final_timing]
final_hold_viol_count = 0
fin_ws_ns = 0.625
fmax_mhz = 305
drv_slew = 0
setup_viol = 0
min_period_ns = 3.27
fin_crit_sh = 0.840
fin_tns_setup_ns = 0
hold_ws_ns = 0.512
slew_headroom = 0.520
clock_skew_ns = 0.00514
rsz0062_at_grt = "false"
tightestPinTransition_ns = 0.717

[synth]
syn_area_mm2 = 0.00112
yosysTopAreaCell = "dfrtp_1"
adder_share = 0.100
synthesis.instances = 123
yosys_warnings = 3
ys_sh_mux = 0.0223
xor_share = 0.0313
seq_area_frac_synth = 0.358
ys_cells = 123
syn_area_per_cell_um2 = 9.11
synth-main-ff-cell = "dfrtp_1"
synth_flops = 16
topCellsByArea = "dfrtp_1, ha_1, o21ai_0, inv_1, nand2_1"
edf_count = 0
ys_types = 41
yosys_area_mm2 = 0.00112
synthArstFlopShare = 1.00
synth.top_cell.area_share = 0.335
top_logic_kind = "AND-OR/OR-AND gates"
simple_gate_share = 0.199
synthAoiAreaFrac = 0.214

[setup_path]
start_kind = "flip-flop"
worstPathMaxFanout = 11
critPathArrivalTime_ns = 2.49
worstPathRequired_ns = 3.12
crit_path_end_kind = "output port"
crit_type = "flip-flop to output port"
crit_start = "counter.out[1]$_DFFE_PN0P_"
worst_r2r_endpoint = "counter.out[2]$_DFFE_PN0P_"
r2r_slack_ns = 0.82
ff2ff_path_depth = 10
r2r_start = "counter.out[1]$_DFFE_PN0P_"

[job]
drv_cap = 0
tool_warnings = 31

[floorplanning]
die_h_um = 121
io-pin-count = 19
row_count = 36
core_mm2 = 0.00986
initCoreUtil = 0.114
die_w_um = 121
die-area_mm2 = 0.0146

[placement]
detailed_place_hpwl_mm = 2.30
placed_cell_area_mm2 = 0.00144
pre_cts_slack_ns = 0.757
port_buffers = 18
routabilityCongestion = 0.837
dpl.cell_count = 270

[clock_tree]
postCtsSetupRepairBufs = 0
cts_made_buffers = 3
cts.htree.levels = 1
clock_sinks = 16
hold_buffers = 0
tritoncts = "yes"
clk_pin_slew_ns = 0.07
root_buffer = "clkbuf_8"
cts_buffer_depth = 2
clk_latency_ns = 0.25
post_cts_resized = 0

[power]
p_int_mw = 0.716
seq_power_share = 0.280
power_leakage_nw = 0.612
ir_drop_mv = 0.317
p_per_area_mw_per_mm2 = 799
power_frac_clock = 0.123
p_total_mw = 1.20
p_comb_frac = 0.596
switching_share = 0.402
netSwitchingPower_mw = 0.481

[status]
status = "completed"
[Yosys cell counts, types with 3 or more instances]
cell type / number
ha_1: 9
nor2_1: 4
nand2_1: 9
dfrtp_1: 15
and2_1: 3
nand3_1: 4
o21ai_0: 16
a21oi_1: 4
inv_1: 15
xnor2_1: 3
[area by class of cell]
class                      count  area [µm²]
clock buffer                   4        55.1
fill                        1091        8370
inverter                      16        60.1
multi-input combinational     87         636
sequential                    16         402
tap                          133         166
timing repair buffer          18         180
[state kept, by name, indices dropped and copies added (netlist names)]
name,flops
counter.out,5
control_fsm.current_state,11
[critical path: stages (launching register included)]
cell and delay (ns):
dfrtp_1 0.44, inv_1 0.18, ha_1 0.20, nand4bb_1 0.42
and2_1 0.37, o21ai_0 0.11, clkdlybuf4s50_1 0.52
[metal layers]
metal,up-vias,global-route usage
met3,2,0.0156
li1,477,-
met5,-,0
met2,27,0.0565
met1,481,0.0604
met4,0,0.00151
[cells by family after synthesis]
logic type	count (synthesis)
AOI/OAI and AO/OA	37
xor gates and xnor gates	4
adders and majority gates	9
buffers and inverters	20
DFF	16
muxes	2
and+or+nand+nor	35
[worst max-delay path by stage]
stage / cells past startpoint / to
4_1_cts: 6 / light[5]
5_1_grt: 6 / light[4]
6_report: 6 / light[5]
[power groups by stage]
stage	registers [mW]	logic, mW	clock network (mW)
final	0.336	0.714	0.148
after global routing	0.345	0.821	0.156
after CTS	0.332	0.728	0.150
